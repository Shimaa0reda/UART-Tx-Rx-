File: ./run.sh
#!/bin/bash
# OpenROAD 26Q1-2900-gdf79404cd8, Yosys 0.63+post, stock flow scripts
make -C /OpenROAD-flow-scripts/flow DESIGN_CONFIG=/design/flow/config.mk WORK_HOME=/design/flow/orfs finish
File: ./config.mk
export PLATFORM = sky130hd
export DESIGN_NAME = deserializer
export DESIGN_NICKNAME = deserializer
export VERILOG_FILES = /design/flow/design.v
export SDC_FILE = /design/flow/constraint.sdc
export NUM_CORES = 4
export LEC_CHECK = 1
export CORE_UTILIZATION = 50
File: ./constraint.sdc
current_design deserializer

set clk_period 6.5
set clk_io_pct 0.2

create_clock -name clk0 -period $clk_period [get_ports {clk_se}]

set non_clock_inputs [all_inputs -no_clocks]
set_input_delay [expr $clk_period * $clk_io_pct] -clock clk0 $non_clock_inputs
set_output_delay [expr $clk_period * $clk_io_pct] -clock clk0 [all_outputs]
File: ./design.v
module deserializer  (
 input   wire               deser_en_se,
 input   wire               sampled_bit_se,
 input   wire   [3:0]       edge_count_se,
 input   wire               clk_se,
 input   wire               rst_se,
 input   wire    [4:0]       prescale_se,
 output  reg    [7:0]       p_data_se=0
);
integer i=0;
always@(posedge clk_se or negedge rst_se)
begin
  if(!rst_se)
    begin
     p_data_se<=0;
    end
  else
    begin
  if(deser_en_se && edge_count_se==(prescale_se-5'b1))
    begin
     p_data_se[i]<=sampled_bit_se;
	i<=i+1;
    end
    end
end
endmodule
==> impl_metrics.csv <==
group,metric,value,unit
status,status,"complete, no violations",
clocking,postCtsHoldBufs,0,
floorplanning,design.core.area,6790,sq um
yosys,synth-edff-count,32,
yosys,postSynth.topFlopCell,"sky130_fd_sc_hd__edfxtp_1",
detailed_routing,drt_iter0_markers,178,
detailed_routing,antennaDiodeCount,0,
grt,largest_net_degree_at_the_start_of_global_routing,19,
clocking,cts_buffer_depth,2,
placement,place_hpwl,5.71,mm
floorplanning,die_x,85.9,um
pwr,p_leak,1.18,nW
yosys,synth-warning-count,1,
clocking,numClockSinks,40,
final_layout,mostFrequentLayoutCell,"sky130_fd_sc_hd__xnor2_1",
detailed_routing,wire_per_inst,16.9,um
yosys,netlist_area_before_placement,3520,sq um
critical_path,reg2reg_setup_slack,2.42,ns
sta,setup-tns-final,0,ns
detailed_routing,dr_total_vias,2807,
critical_path,cp_data_arrival_time,4.25,ns
sta,timing.final.setup_violations,0,
sta,unrepaired_setup_endpoints_after_global_routing,"no",
min_path,startpoint_of_the_worst_hold_path,"p_data_se[7]",
grt,first_pass_grt_wire_length,13.1,mm
clocking,cts-resized-gates,0,
yosys,yosysSeqAreaShare,33.0,%
grt,grt.total_usage,23.4,%
sta,timing.final.crit_period,4.08,ns
yosys,synth_cell_type_count,77,
sta,worstMarginPinSlew,0.709,ns
sta,hold_ws,0.496,ns
sta,fin_skew,0.00577,ns
detailed_routing,detailedRoute.firstPassIterationCount,4,
sta,max_slew_margin,52.7,%
placement,post_dp_cell_area,3600,sq um
final_layout,final_core_util,54.6,%
critical_path,crit_path_end_kind,"flop",
final_layout,layout.cells.most_common_list,"sky130_fd_sc_hd__xnor2_1, sky130_fd_sc_hd__edfxtp_1, sky130_fd_sc_hd__nor2_1, sky130_fd_sc_hd__nand3_1, sky130_fd_sc_hd__nand2_1",
critical_path,crit-reg2reg-capture,"p_data_se[6]",
floorplanning,io-pin-count,21,
min_path,worstHoldPathCells,1,
sta,final_hold_violation_count,0,
pwr,power,0.500,mW
pwr,power.ir.vdd_worst,0.0000825,V
grt,grt_overflow,0,
min_path,hold_path.class,"flop to flop",
yosys,async_reset_ff_share,20.0,%
clocking,tritoncts,"yes",
sta,tcrit_tclk_final,62.8,%
critical_path,crit-reg2reg-launch,"i[0]",
detailed_routing,vias_per_cell,6.06,
placement,gpl.final_weighted_congestion,0.869,
final_layout,post_route_cell_area,3710,sq um
grt,first_global_vias,2635,
critical_path,criticalPathCategory,"flop to flop",
clocking,h-tree-depth,2,
yosys,syn-instance-count,369,
pwr,power_density,135,nW/um^2
critical_path,worstPathMaxFanout,15,
yosys,area_figure_in_the_yosys_stat_output,3520,sq um
run,warnings,26,
floorplanning,fp-utilization,51.8,%
detailed_routing,post-route-drc-count,0,
clocking,clk-insertion-delay-late,0.29,ns
yosys,postSynthAreaPerCell,9.55,sq um
detailed_routing,drt.antenna.violating_nets,0,
floorplanning,dieHeight,85.9,um
floorplanning,die-area,7380,sq um
min_path,hold_end,"p_data_se[7]",
grt,grt_antenna_before_repair,0,
critical_path,worst-endpoint-required,6.67,ns
clocking,cts_buffers,5,
final_layout,post_route_cells_drive_above_1_share,9.26,%
final_layout,syn_to_final_growth,5.26,%
sta,drv_slew,0,
detailed_routing,routed_wl,7.82,mm
critical_path,timing.critical_path.from_type,"flop",
run,max-cap-violations,0,
clocking,post_cts_setup_inserts,0,
yosys,yosys_cells,369,
sta,maxClockFrequency,245,MHz
clocking,clock-root-buffer,"sky130_fd_sc_hd__clkbuf_8",
floorplanning,rows,30,
yosys,synth_flops,40,
clocking,clock_slew_at_reported_path_ffs,0.07,ns
placement,io_buffer_count,20,
critical_path,logic_depth_of_the_worst_register_to_register_path,10,
[metrics by stage]
stage / worst slack [ns] / cells
5_1_grt: 2.12 / 463
4_1_cts: 2.43 / 463
6_report: 2.42 / 463
3_3_place_gp: 2.35 / 455
3_5_place_dp: 2.31 / 455
2_1_floorplan: 3.10 / 369
[cell type report]
type                    instances  area, sq um
fillers                       607         3090
multi-input cells             285         2050
flip-flops and latches         40         1160
repair buffers                 24          230
well taps                      96          120
clock buffers                   5         68.8
clock inverters                 3         37.5
inverters                      10         37.5
[how the worst max path moves through the flow]
stage	from	to	slack (ns)	depth (start not counted)
CTS	i[0]	p_data_se[7]	2.43	10
finish	i[0]	p_data_se[6]	2.42	10
global route	i[0]	p_data_se[1]	2.12	10
[cells by family (layout without fill, tap and decap cells)]
| kind of cell | after synthesis | in the layout | share of synthesized area, % |
|---|---|---|---|
| AOI/OAI and AO/OA | 61 | 61 | 14.5 |
| and+or+nand+nor | 165 | 165 | 28.0 |
| buffers and inverters | 44 | 42 | 8.77 |
| muxes | 13 | 13 | 4.01 |
| xor gates and xnor gates | 43 | 43 | 10.7 |
| DFF | 40 | 40 | 33.0 |
| adders and majority gates | 3 | 3 | 1.07 |
[state kept, by name, indices dropped and copies added, names as in the netlist]
name and flops:
i 32, p_data_se 8
[worst max-delay path, stage by stage (launching register included)]
cell,delay [ns]
sky130_fd_sc_hd__edfxtp_1,0.60
sky130_fd_sc_hd__inv_1,0.26
sky130_fd_sc_hd__ha_1,0.39
sky130_fd_sc_hd__nor4b_4,0.43
sky130_fd_sc_hd__nand4_2,0.31
sky130_fd_sc_hd__or4_4,0.59
sky130_fd_sc_hd__nor3b_1,0.19
sky130_fd_sc_hd__a41oi_1,0.09
sky130_fd_sc_hd__a2111oi_4,0.57
sky130_fd_sc_hd__nand4_1,0.19
sky130_fd_sc_hd__mux2_1,0.33
[Yosys cell counts (4+ instances only)]
| master | number | area (sq um) |
|---|---|---|
| sky130_fd_sc_hd__nor2_1 | 26 | 97.6 |
| sky130_fd_sc_hd__o31ai_1 | 4 | 30.0 |
| sky130_fd_sc_hd__nor4_1 | 10 | 62.6 |
| sky130_fd_sc_hd__nand4_1 | 17 | 106 |
| sky130_fd_sc_hd__edfxtp_1 | 32 | 961 |
| sky130_fd_sc_hd__nand3_1 | 26 | 130 |
| sky130_fd_sc_hd__nor3_1 | 7 | 35.0 |
| sky130_fd_sc_hd__a21oi_1 | 11 | 55.1 |
| sky130_fd_sc_hd__mux2i_1 | 4 | 40.0 |
| sky130_fd_sc_hd__nand2_1 | 25 | 93.8 |
| sky130_fd_sc_hd__or4_1 | 4 | 30.0 |
| sky130_fd_sc_hd__dfrtp_1 | 8 | 200 |
| sky130_fd_sc_hd__buf_6 | 5 | 56.3 |
| sky130_fd_sc_hd__clkbuf_1 | 15 | 56.3 |
| sky130_fd_sc_hd__o21ai_0 | 5 | 25.0 |
| sky130_fd_sc_hd__xnor2_1 | 33 | 289 |
| sky130_fd_sc_hd__or3_1 | 8 | 50.1 |
| sky130_fd_sc_hd__clkbuf_8 | 8 | 110 |
| sky130_fd_sc_hd__xor2_1 | 10 | 87.6 |
| sky130_fd_sc_hd__and3_1 | 10 | 62.6 |
| sky130_fd_sc_hd__mux2_1 | 7 | 78.8 |
| sky130_fd_sc_hd__inv_1 | 10 | 37.5 |
| sky130_fd_sc_hd__nor3b_1 | 4 | 30.0 |
[routing by layer]
metal / part of all wire [%] / global-route usage, % / routed length (um) / vias up
met3: 5.1 / 3.22 / 396 / 8
met2: 46 / 35.5 / 3610 / 73
met4: 1.0 / 3.48 / 82 / 0
li1: - / - / - / 1391
met1: 48 / 38.2 / 3730 / 1335
met5: 0 / 0 / 0 / -
[power breakdown]
part	switching, mW	internal [mW]	total [mW]
clock network	0.0872	0.112	0.199
registers	0.00307	0.275	0.278
logic	0.00994	0.0127	0.0227
Power figures rest on the tool's default switching activity, not on a simulated workload.
