$ cat flow/run.sh
#!/bin/bash
# OpenROAD 26Q1-2900-gdf79404cd8, Yosys 0.63+post, stock flow scripts
make -C /OpenROAD-flow-scripts/flow DESIGN_CONFIG=/design/flow/config.mk WORK_HOME=/design/flow/orfs finish
$ cat flow/config.mk
export PLATFORM = sky130hd
export DESIGN_NAME = Async_fifo
export DESIGN_NICKNAME = Async_fifo
export VERILOG_FILES = /design/flow/design.v
export SDC_FILE = /design/flow/constraint.sdc
export NUM_CORES = 4
export LEC_CHECK = 1
export CORE_UTILIZATION = 40
$ cat flow/constraint.sdc
current_design Async_fifo

set clk_period 2.5
set clk_io_pct 0.2

create_clock -name clk0 -period $clk_period [get_ports {i_r_clk}]
create_clock -name clk1 -period $clk_period [get_ports {i_w_clk}]

set non_clock_inputs [all_inputs -no_clocks]
set_input_delay [expr $clk_period * $clk_io_pct] -clock clk0 $non_clock_inputs
set_output_delay [expr $clk_period * $clk_io_pct] -clock clk0 [all_outputs]
$ cat flow/design.v
module Async_fifo 
 (
   input                    i_w_clk,               
   input                    i_w_rstn,              
   input                    i_w_inc,               
   input                    i_r_clk,               
   input                    i_r_rstn,              
   input                    i_r_inc,               
   input   [7:0]     i_w_data,              
   output  [7:0]     o_r_data,              
   output                   o_full,                
   output                   o_empty                
);
wire [2:0] r_addr , w_addr ;
wire [3:0] w2r_ptr , r2w_ptr ;
wire [3:0] gray_w_ptr , gray_rd_ptr ;
fifo_mem u_fifo_mem (
.w_clk_mem(i_w_clk),              
.w_rst_mem(i_w_rstn),
.w_inc_mem(i_w_inc),                             
.full_mem(o_full),              
.wr_addr_mem(w_addr),            
.rd_addr_mem(r_addr),
.wr_data_mem(i_w_data),                        
.rd_data_mem(o_r_data)
); 
FIFO_RD U_fifo_rd  (
.r_clk_rd(i_r_clk),              
.r_rst_rd(i_r_rstn),             
.r_inc_rd(i_r_inc),              
.rq2_wptr_rd(w2r_ptr),                
.rd_addr_rd(r_addr),            
.rd_ptr_rd(gray_rd_ptr),        
.empty_rd(o_empty)
);
BIT_SYNC_FIFO  u_w2r_sync (
.clk(i_r_clk) ,
.rst(i_r_rstn) ,
.async(gray_w_ptr) ,
.sync(w2r_ptr)
);
fifo_wr U_fifo_wr(            
.wr_clk_wr(i_w_clk),              
.wr_rst_wr(i_w_rstn),             
.wr_inc_wr(i_w_inc),            
.wq2_rptr_wr(r2w_ptr),                
.wr_addr_wr(w_addr),            
.wr_ptr_wr(gray_w_ptr),        
.full_wr(o_full)
);               
 BIT_SYNC_FIFO  u_r2w_sync
(
.clk(i_w_clk) ,
.rst(i_w_rstn) ,
.async(gray_rd_ptr) ,
.sync(r2w_ptr)
);
endmodule
 module BIT_SYNC_FIFO(
  input wire [3:0] async,
  input wire                   clk,
  input wire                   rst,
  output reg [3:0] sync                   
  );
  reg [1:0] sync_flop [3:0];
   integer i =0;
  always @(posedge clk or negedge rst)
  begin
    if(!rst)
      begin
       for(i=0;i<4;i=i+1)
       begin
         sync_flop[i] <= 'b0 ;
     end 
      end
    else
      begin
       for(i=0;i<4;i=i+1)
         sync_flop[i] <=  {sync_flop[i][1:0],async[i]}; 
      end
  end
  always @(*)
  begin
    for (i=0; i<4; i=i+1)
    sync[i] = sync_flop[i][1] ; 
  end
endmodule
module FIFO_RD(
    input  wire           r_inc_rd,
    input  wire           r_rst_rd, 
    input  wire           r_clk_rd,
    input  wire  [3:0]    rq2_wptr_rd,
    output wire           empty_rd,
    output reg   [2:0]    rd_addr_rd,
    output  reg  [3:0]    rd_ptr_rd
);
 reg [3:0] ptr_internal;
always @(posedge r_clk_rd or negedge r_rst_rd)
       begin
         if(!r_rst_rd)
           begin
            ptr_internal<=0; 
           end
         else if(r_inc_rd && !empty_rd)
           begin
            ptr_internal<=ptr_internal+1; 
           end
         else
           begin
           end
       end
always @(posedge r_clk_rd or negedge r_rst_rd)
       begin
         if(!r_rst_rd)
           begin
            rd_ptr_rd<=0;
             rd_addr_rd<=0;
           end
         else 
           begin
         case(ptr_internal)
           4'b0000:begin
             rd_ptr_rd<=4'b0000;
             rd_addr_rd<=3'b000;
           end
           4'b0001:begin
             rd_ptr_rd<=4'b0001;
             rd_addr_rd<=3'b001;
           end
           4'b0010:begin
             rd_ptr_rd<=4'b0011;
             rd_addr_rd<=3'b010;
           end
           4'b0011:begin
             rd_ptr_rd<=4'b0010;
             rd_addr_rd<=3'b011;
           end
           4'b0100:begin
             rd_ptr_rd<=4'b0110;
             rd_addr_rd<=3'b100;
           end
           4'b0101:begin
             rd_ptr_rd<=4'b0111;
             rd_addr_rd<=3'b101;
           end
           4'b0110:begin
             rd_ptr_rd<=4'b0101;
             rd_addr_rd<=3'b110;
           end
           4'b0111:begin
             rd_ptr_rd<=4'b0100;
             rd_addr_rd<=3'b111;
           end
           4'b1000:begin
             rd_ptr_rd<=4'b1100;
             rd_addr_rd<=3'b000;
           end
           4'b1001:begin
             rd_ptr_rd<=4'b1101;
             rd_addr_rd<=3'b001;
           end
           4'b1010:begin
             rd_ptr_rd<=4'b1111;
             rd_addr_rd<=3'b010;
           end
           4'b1011:begin
             rd_ptr_rd<=4'b1110;
             rd_addr_rd<=3'b011;
           end
           4'b1100:begin
             rd_ptr_rd<=4'b1010;
             rd_addr_rd<=3'b100;
           end
           4'b1101:begin
             rd_ptr_rd<=4'b1011;
             rd_addr_rd<=3'b101;
           end
           4'b1110:begin
             rd_ptr_rd<=4'b1001;
             rd_addr_rd<=3'b110;
           end
           4'b1111:begin
             rd_ptr_rd<=4'b1000;
             rd_addr_rd<=3'b111;
           end
         endcase
       end
       end
       assign empty_rd=(rq2_wptr_rd==rd_ptr_rd);
endmodule
module fifo_wr(
    input  wire                   wr_inc_wr,
    input  wire                   wr_rst_wr, 
    input  wire                   wr_clk_wr,
    input  wire   [3:0]   wq2_rptr_wr,
    output wire                  full_wr,
    output reg  [2:0] wr_addr_wr,
    output  reg  [3:0]   wr_ptr_wr
);
 reg [3:0] ptr_internal;
always @(posedge wr_clk_wr or negedge wr_rst_wr)
       begin
         if(!wr_rst_wr)
           begin
            ptr_internal<=0; 
           end
         else if(wr_inc_wr&&!full_wr)
           begin
            ptr_internal<= ptr_internal+1; 
           end
         else
           begin
           end
       end
always @(posedge wr_clk_wr or negedge wr_rst_wr)
       begin
         if(!wr_rst_wr)
           begin
            wr_ptr_wr<=0;
             wr_addr_wr<=0; 
           end
         else
           begin
         case(ptr_internal)
           4'b0000:begin
             wr_ptr_wr<=4'b0000;
             wr_addr_wr<=3'b000;
           end
           4'b0001:begin
             wr_ptr_wr<=4'b0001;
             wr_addr_wr<=3'b001;
           end
           4'b0010:begin
             wr_ptr_wr<=4'b0011;
             wr_addr_wr<=3'b010;
           end
           4'b0011:begin
             wr_ptr_wr<=4'b0010;
             wr_addr_wr<=3'b011;
           end
           4'b0100:begin
             wr_ptr_wr<=4'b0110;
             wr_addr_wr<=3'b100;
           end
           4'b0101:begin
             wr_ptr_wr<=4'b0111;
             wr_addr_wr<=3'b101;
           end
           4'b0110:begin
             wr_ptr_wr<=4'b0101;
             wr_addr_wr<=3'b110;
           end
           4'b0111:begin
             wr_ptr_wr<=4'b0100;
             wr_addr_wr<=3'b111;
           end
           4'b1000:begin
             wr_ptr_wr<=4'b1100;
             wr_addr_wr<=3'b000;
           end
           4'b1001:begin
             wr_ptr_wr<=4'b1101;
             wr_addr_wr<=3'b001;
           end
           4'b1010:begin
             wr_ptr_wr<=4'b1111;
             wr_addr_wr<=3'b010;
           end
           4'b1011:begin
             wr_ptr_wr<=4'b1110;
             wr_addr_wr<=3'b011;
           end
           4'b1100:begin
             wr_ptr_wr<=4'b1010;
             wr_addr_wr<=3'b100;
           end
           4'b1101:begin
             wr_ptr_wr<=4'b1011;
             wr_addr_wr<=3'b101;
           end
           4'b1110:begin
             wr_ptr_wr<=4'b1001;
             wr_addr_wr<=3'b110;
           end
           4'b1111:begin
             wr_ptr_wr<=4'b1000;
             wr_addr_wr<=3'b111;
           end
         endcase
       end
       end
       assign full_wr=(wq2_rptr_wr[3]!=wr_ptr_wr[3])&&(wq2_rptr_wr[2]!=wr_ptr_wr[2])&&(wq2_rptr_wr[1:0]==wr_ptr_wr[1:0]);
endmodule
 module fifo_mem(
    input  wire                  full_mem,
    input  wire                   w_clk_mem,
    input  wire                   w_rst_mem,
    input  wire  [2:0] wr_addr_mem,
    input  wire  [2:0] rd_addr_mem,
    input  wire                    w_inc_mem,
    input  wire  [7:0]  wr_data_mem, 
    output wire   [7:0]  rd_data_mem
);
reg [7:0] memory [7:0];
 integer i=0;
always @(posedge w_clk_mem or negedge w_rst_mem) 
	  begin
	    if (!w_rst_mem)
	      begin
          memory[0]<=8'b0;
         memory[1]<=8'b0;
         memory[2]<=8'b0;
         memory[3]<=8'b0;
         memory[4]<=8'b0;
         memory[5]<=8'b0;
         memory[6]<=8'b0;
         memory[7]<=8'b0;
end
     else
       begin
         if (w_inc_mem&&!full_mem) 
		  begin
            memory[wr_addr_mem] <= wr_data_mem;
		  end
end
end
assign rd_data_mem= memory[rd_addr_mem];  
endmodule
==> flow_summary_export.csv <==
group,metric,value,unit
worst_setup_path,slowest_stage,"dfrtp_2",
cts,cts_hold_buf,0,
route,drt-total-wl,8.21,mm
die,die_area,11100,µm²
placed_design,place_congestion,0.772,
pwr,power_density,1380,nW/µm²
die,floorplan.io_pins,24,
cts,cts_tree,"yes",
placed_design,port-buffer-count,22,
sta,finalSetupViolCount,0,
sta,finalHoldViolations,0,
worst_setup_path,max_stage_delay,0.47,ns
die,die_x,105,µm
global_route,grt_antenna_before_repair,0,
worst_setup_path,cp.arrival,1.97,ns
pwr,power.total,7210,µW
worst_setup_path,r2r-start,"U_fifo_wr.wr_ptr_wr[2]",
yosys,ys_warn_count,6,
global_route,gr-usage-all-layers,0.168,
min_path,holdCritPathClass,"in -> async",
worst_setup_path,critPathTopFamily,"buffers and inverters",
route,vias_per_cell,5.08,
global_route,grt_max_degree,45,
worst_setup_path,end_kind,"output port",
outcome,outcome,"complete, no violations",
run,tool_warnings,28,
worst_setup_path,cp_cell_sequence,"buf_4 > nor2b_4 > a2bb2oi_1 > o221a_2 > a21oi_2 > clkdlybuf4s50_1",
yosys,ys_seq_elements,102,
route,drcViolationCount,0,
worst_setup_path,start_kind,"register",
yosys,ys_cells,287,
cts,cts_sinks,102,
placed_design,dpl.hpwl,5.12,mm
sta,fin_tns_setup,0,ns
route,n_antenna_cell,0,
global_route,grt_pass1_vias,2540,
sta,grt_setup_unrepaired,"yes",
worst_setup_path,crit_path_start,"U_fifo_rd.rd_addr_rd[2]",
run,cap_violations,0,
route,wl_per_cell,17.0,µm
route,drt-pass1-iter-count,4,
pwr,peakVddDrop,0.000506,V
worst_setup_path,path_max_fanout,8,
yosys,synthFlopType,"dfrtp_1",
placed_design,place_ws,0.0520,ns
sta,max_slew_margin,0.581,
yosys,async_flop_share,1.00,
yosys,syn-cell-area,4260,µm²
cts,clk_pin_slew,0.09,ns
yosys,synth_cell_types,41,
sta,worst_pin_slew,0.627,ns
pwr,leakagePower,0.00230,µW
die,num_rows,37,
yosys,synth.avg_cell_area,14.8,µm²
yosys,postSynthCellCount,287,
global_route,gr-total-overflow,0,
worst_setup_path,cp_num_buf_inv,2,
cells_and_area,area_growth,22.6,%
route,drt-initial-drc-count,92,
global_route,grt_pass1_wl,13.6,mm
route,num_vias,2452,
die,core_util_floorplan,0.413,
cells_and_area,drive_above_1_share,0.429,
yosys,synth_seq_share,0.599,
sta,drv_slew,0,
yosys,synth-edff-count,0,
die,core_area,10300,µm²
yosys,yosys_area,4260,µm²
worst_setup_path,critPathRequiredTime,2.00,ns
route,ant_nets,0,
sta,clock_skew,0.0107,ns
worst_setup_path,path_class,"reg -> out",
sta,fin_ws,0.0281,ns
die,die_y,105,µm
## cell type report
type / count / area (µm²)
fill: 870 / 5100
sequential: 102 / 2560
multi-input combinational: 167 / 1700
timing repair buffer: 54 / 534
clock buffer: 15 / 176
tap: 136 / 170
clock inverter: 5 / 77.6
inverter: 4 / 15.0
## Yosys cell counts (3+ instances only)
library cell | count | area share
mux2_4 | 8 | 0.028
mux2_2 | 62 | 0.16
dfrtp_1 | 102 | 0.60
ha_1 | 4 | 0.012
nand2_1 | 16 | 0.014
nor2_1 | 7 | 0.0062
o21ai_0 | 4 | 0.0047
xnor2_1 | 4 | 0.0082
mux2i_1 | 3 | 0.0070
xor2_1 | 12 | 0.025
clkbuf_1 | 6 | 0.0053
mux4_2 | 8 | 0.042
nand3_1 | 4 | 0.0047
nor4_1 | 3 | 0.0044
inv_1 | 4 | 0.0035
a21oi_1 | 3 | 0.0035
buf_2 | 4 | 0.0047
nor2b_1 | 4 | 0.0059
## cell families (layout without fill, tap and decap cells)
group                    Yosys count  in the layout  synth area share
buffers and inverters             18             78            0.0206
AND-OR/OR-AND                     19             19            0.0344
flip-flops                       102            102             0.599
AND/OR/NAND/NOR                   47             47            0.0599
multiplexers                      81             81             0.241
adder cells (fa/ha/maj)            4              4            0.0117
XOR/XNOR                          16             16            0.0329
## metal layers
metal,global-route usage,routed length [µm]
met5,0,0
met4,0.0231,123
met1,0.271,3840
met2,0.248,3810
met3,0.0419,429
## sequential cells by signal, indices dropped and copies added, names as in the netlist
name and flops:
u_fifo_mem.memory 64, u_r2w_sync.sync_flop 8, u_w2r_sync.sync_flop 8, U_fifo_rd.ptr_internal 4
U_fifo_rd.rd_ptr_rd 4, U_fifo_wr.ptr_internal 4, U_fifo_wr.wr_ptr_wr 4, U_fifo_rd.rd_addr_rd 3
U_fifo_wr.wr_addr_wr 3
## through the flow
step                      hold WS (ns)  instance area, µm²  cells   util
after floorplan                  0.204                4260    287      -
final                            0.129                5230    483  0.506
after global routing             0.163                5230    483  0.506
after global placement           0.332                4750    450  0.460
after detailed placement         0.335                4750    450  0.460
after CTS                        0.140                5150    478  0.499
## power by group
| part | switching, µW | total, µW | leakage (µW) | internal [µW] |
|---|---|---|---|---|
| logic | 1090 | 2940 | 0.000967 | 1850 |
| clock network | 545 | 1220 | 0.000126 | 673 |
| registers | 547 | 3050 | 0.00121 | 2500 |
| total | 2180 | 7210 | 0.00230 | 5030 |
## final timing paths
| kind | to | slack (ns) | depth (start not counted) |
|---|---|---|---|
| max | o_r_data[6] | 0.03 | 6 |
| min | u_fifo_mem.memory[0][7] | 0.13 | 1 |
| max reg2reg | u_fifo_mem.memory[2][5] | 0.26 | 4 |
| min reg2reg | u_r2w_sync.sync_flop[2][0] | 0.32 | 0 |
| max in group clk1 | u_fifo_mem.memory[2][5] | 0.26 | 4 |
| max in group asynchronous | U_fifo_rd.rd_addr_rd[2] | 1.71 | 2 |
| min in group clk1 | u_r2w_sync.sync_flop[2][0] | 0.32 | 0 |
| min in group clk0 | u_w2r_sync.sync_flop[0][1] | 0.35 | 0 |
## timing repair
| item | 4_1_cts | 5_1_grt |
|---|---|---|
| setup endpoints to repair | 5 | 13 |
| resized | 16 | 8 |
| setup buffers | 7 | 5 |
| pin swaps | 5 | 3 |
| hold endpoints to repair | 0 | 0 |
| gates cloned | 1 | 0 |
## cells in the final DEF, fill, tap and decap left out, types with 3 or more instances in the layout
master,count
xnor2_1,4
dfrtp_1,99
clkbuf_1,3
o21ai_0,4
buf_12,4
mux4_2,8
nor4_1,3
clkbuf_8,12
mux2_4,9
xor2_1,12
ha_1,4
inv_1,4
mux2_2,61
dfrtp_2,3
clkdlybuf4s50_1,17
nand3_1,3
nor2_1,5
mux2i_1,3
nor2_2,3
nand2_1,16
buf_4,27
No activity file was given, so power comes from the tool's default toggle rates.
