===== run.sh =====
#!/bin/bash
# OpenROAD 26Q1-2900-gdf79404cd8, Yosys 0.63+post, stock flow scripts
make -C /OpenROAD-flow-scripts/flow DESIGN_CONFIG=/design/flow/config.mk WORK_HOME=/design/flow/orfs finish

===== config.mk =====
export PLATFORM = sky130hd
export DESIGN_NAME = ALU
export DESIGN_NICKNAME = ALU
export VERILOG_FILES = /design/flow/design.v
export SDC_FILE = /design/flow/constraint.sdc
export NUM_CORES = 4
export LEC_CHECK = 1
export CORE_UTILIZATION = 40

===== constraint.sdc =====
current_design ALU

set clk_period 1.0
set clk_io_pct 0.2

create_clock -name clk0 -period $clk_period [get_ports {CLK}]

set non_clock_inputs [all_inputs -no_clocks]
set_input_delay [expr $clk_period * $clk_io_pct] -clock clk0 $non_clock_inputs
set_output_delay [expr $clk_period * $clk_io_pct] -clock clk0 [all_outputs]

===== design.v =====
module ALU(
  input      [7:0] A,B,
  input      [3:0]  ALU_FUN,
  input             CLK,
  input             RST,
  input             ALU_EN,
  output reg [15:0] ALU_OUT,
  output reg        OUT_valid
  );
  reg [15:0] ALU_OUT_internal;
  reg        OUT_valid_internal;
  always@(posedge CLK or negedge RST)
begin
if(!RST)
begin
 ALU_OUT<=0;
 OUT_valid<=0;
end
else
begin
 ALU_OUT<=ALU_OUT_internal;
 OUT_valid<=OUT_valid_internal;
end
end
  always @(*)
  begin
    if(ALU_EN)
      begin
    case(ALU_FUN)
     4'b0000:begin
       OUT_valid_internal=1;
       ALU_OUT_internal=A+B;
     end 
     4'b0001:begin
       OUT_valid_internal=1;
       ALU_OUT_internal=A-B;
     end
     4'b0010:begin
       ALU_OUT_internal=A*B;
       OUT_valid_internal=1;
     end
     4'b0011:begin
       ALU_OUT_internal=A/B;
       OUT_valid_internal=1;
     end
     4'b0100:begin
       ALU_OUT_internal=A&B;
       OUT_valid_internal=1;
     end
     4'b0101:begin
      ALU_OUT_internal=A|B;
      OUT_valid_internal=1;
     end 
     4'b0110:begin
       ALU_OUT_internal=~(A&B);
       OUT_valid_internal=1;
     end
     4'b0111:begin
       ALU_OUT_internal=~(A|B);
       OUT_valid_internal=1;
     end
     4'b1000:begin
       ALU_OUT_internal=A^B;
       OUT_valid_internal=1;
     end
     4'b1001:begin
       ALU_OUT_internal=A~^B;
       OUT_valid_internal=1;
     end 
     4'b1010:begin
       if(A==B)
         begin
            ALU_OUT_internal=16'b1;
            OUT_valid_internal=1;
         end
       else
         begin
           ALU_OUT_internal=16'b0;
           OUT_valid_internal=1;
         end
     end 
     4'b1011:begin
       if(A>B)
         begin
            ALU_OUT_internal=16'b10;
            OUT_valid_internal=1;
         end
       else
         begin
           ALU_OUT_internal=16'b0;
           OUT_valid_internal=1;
         end
     end
     4'b1100:begin
       if(A<B)
         begin
           ALU_OUT_internal=16'b11;
           OUT_valid_internal=1;
         end
       else
         begin
           ALU_OUT_internal=16'b0;
           OUT_valid_internal=1;
         end
     end
     4'b1101:begin
       ALU_OUT_internal=A>>1;
       OUT_valid_internal=1;
     end 
     4'b1110:begin
       ALU_OUT_internal=A<<1;
       OUT_valid_internal=1;
     end
     default:
     begin
       ALU_OUT_internal=0;
      OUT_valid_internal=0;
     end
   endcase 
 end
   end
endmodule

==> Changelog: implementation <==
### Implementation results

* Max-cap viol count at 0
* Worst EP arrival at ~0.77 ns
* Pre-CTS setup slack at around 0.04 ns
* Yosys warns at 1
* Final worst-path cycle share at 0.9703
* Drt wl/cell at approximately 16 um
* # setup viols final at 0
* Fp util at 0.4088
* Worst-path clk slew at about 0.050 ns
* CP max FO at 1
* Tightest Pin Transition at ~0.84 ns
* Critical path buffer and inverter count at 1
* Worst VDD drop at between 2 and 3 mV
* Initial DRC Count at 484
* Static leakage at a little under 5 nW
* Status: finished, final reports clean
* Yosys stat area at roughly 0.0096 mm2
* Mapped Cells at between 1000 and 1500
* Post-synth ARST share at 0.5000
* CTS Root Cell: clkbuf_16
* Synth flops at 34
* Grt ovf at 0
* Pre-antenna DRT Iters at 5
* Gpl congestion at 0.9786
* Worst Hold Class: in -> async
* RSZ-0062 raised after global routing: no
* Startpoint Class: flop
* Final Hold Vio Count at 0
* Port Buffers at 39
* First-pass GRT wire length at about 42000 um
* Setup_tns at 0 ns
* CP cell instances: clkdlybuf4s15_1
* Share of layout cells above drive strength 1 at 0.07783
* Final WS setup at just under 0.03 ns
* Comb gate area at ~0.0084 mm2
* Worst Path Required at around 0.80 ns
* Log Warnings at between 40 and 50
* ANT nets after route at 0
* CP max-delay cell: dfrtp_1
* Clock buffer count from CTS at 3
* Antenna violations before repair at 0
* Syn Std Cell Area at around 0.0096 mm2
* WP depth at 1
* Site row count at between 50 and 60
* Largest net degree at the start of global routing at 39
* Top FF cell, synth: dlxtp_1
* Num ports at about 40
* Clk buf depth at 2
* Average size of a mapped cell at about 7.7 um2
* Core box area at 0.02347 mm2
* Drt via density at about 5.6
* Register pins left without a clock at 17
* Antenna Diode Count at 0
* DRC Markers at 0
* CP delay by family, top: flip-flops
* Endpoints left unconstrained at 34
* Die ar. at about 0.025 mm2
* Total number of vias at 8865
* Final wirelength at 25500 um
* CTS tree: done
* Fmax at a little over 1000 MHz
* # hold bufs at CTS at 0
* Die Wd at approximately 160 um
* Critical path startpoint: ALU_OUT[14]$_DFF_PN0_
* Setup crit end kind: primary output
* Fillers at 2355
* Yosys cell count at around 1300
* Crit path kind: reg -> out
* Max_slew headroom at 0.4406
* Die Span Y at ~160 um
* DP Wirelength at 20600 um
* Tot GR Track Use at 0.2162
* Area taken by flip-flops and latches at 680.7 um2
* Number of enable flip-flop cells at 0
* CTS H-tree lvls at 1
* PwrDens at about 2800 mW/mm2
* Vias in the first global route at between 8000 and 9000
* Yosys cell types at a little under 100
* Max-slew violation count at 0
* CP peak stage delay at 0.35 ns
* Area Growth Syn to Fin at 7.940%
* Fin crit period at approximately 0.97 ns
[cells by family (layout without fill, tap and decap cells)]
kind of cell,after synthesis,in the layout,synth area share
flip-flops,17,17,0.04433
AND-OR/OR-AND,342,342,0.2484
AND/OR/NAND/NOR,427,427,0.2171
multiplexers,54,54,0.06375
XOR/XNOR,56,56,0.05111
buffers and inverters,137,150,0.05658
latches,17,17,0.02660
adder cells (fa/ha/maj),201,201,0.2918
other,1,8,0.0003908
[repair_timing]
action	4_1_cts	5_1_grt
gates resized	34	10
endpoints found under the setup margin	17	10
setup buffers	0	0
[metrics by stage]
stage / area [um2] / cells / power [mW] / utilization / hold slack [ns]
after global placement: 10330 / 1587 / 28.28 / 0.4400 / 0.5540
after global routing: 10360 / 1591 / 31.79 / 0.4413 / 0.2938
after CTS: 10410 / 1591 / 29.34 / 0.4434 / 0.2819
final: 10360 / 1591 / 29.24 / 0.4413 / 0.2853
after floorplan: 9623 / 1259 / 29.37 / - / -0.09559
after detailed placement: 10330 / 1587 / 28.34 / 0.4400 / 0.5520
[flip-flops by register name (all words and copies together), names as in the netlist]
| name | count |
|---|---|
| ALU_OUT | 16 |
| ALU_OUT_internal | 16 |
| OUT_valid | 1 |
| OUT_valid_internal | 1 |
[how the worst max path moves through the flow]
stage,slack [ns],end
CTS,0.02,ALU_OUT[14]
global route,0.001,ALU_OUT[8]
finish,0.03,ALU_OUT[14]
[cell usage in the layout, fill, tap and decap left out, drive strengths merged, types with 6 or more instances in the layout]
master / n
o211ai: 12
a211oi: 9
o21bai: 14
nand2b: 21
xor2: 22
clkdlybuf4s50: 22
or3: 12
a21oi: 97
nand2: 101
clkbuf: 13
or2: 9
nor2b: 21
dfrtp: 17
nor3b: 6
a21o: 21
fa: 38
o21a: 49
conb: 8
mux2: 37
a22oi: 6
and2: 8
xnor2: 34
nor3: 59
o21ai: 52
inv: 95
and3: 6
dlxtp: 17
o22ai: 8
nor4: 9
nor2: 130
clkdlybuf4s15: 7
mux2i: 17
ha: 163
a31oi: 10
nand3: 21
nand4: 7
o221ai: 9
buf: 12
[synthesized netlist by cell type (9+ instances only)]
| cell type | number | share of area |
|---|---|---|
| ha_1 | 163 | 0.21 |
| nor2_1 | 127 | 0.050 |
| nand2_1 | 100 | 0.039 |
| a21oi_1 | 95 | 0.050 |
| inv_1 | 94 | 0.037 |
| nor3_1 | 58 | 0.030 |
| o21a_1 | 49 | 0.038 |
| o21ai_0 | 48 | 0.025 |
| fa_1 | 38 | 0.079 |
| xnor2_1 | 34 | 0.031 |
| clkbuf_1 | 32 | 0.013 |
| mux2_2 | 29 | 0.034 |
| xor2_1 | 22 | 0.020 |
| a21o_1 | 21 | 0.016 |
| nand2b_1 | 21 | 0.014 |
| nor2b_1 | 21 | 0.014 |
| nand3_1 | 20 | 0.010 |
| dfrtp_1 | 17 | 0.044 |
| dlxtp_1 | 17 | 0.027 |
| mux2i_1 | 15 | 0.016 |
| o21bai_1 | 14 | 0.011 |
| or3_1 | 11 | 0.0072 |
| o211ai_1 | 10 | 0.0078 |
| a211oi_1 | 9 | 0.0070 |
| o221ai_1 | 9 | 0.0082 |
[area by class of cell]
class                           instances  share of cell area
Inverter                               95             0.03442
Clock inverter                          1           0.0004831
Timing Repair Buffer                   51             0.04276
Tap cell                              319             0.03853
Multi-Input combinational cell       1088              0.8108
Clock buffer                            3            0.007247
Sequential cell                        34             0.06571
[power by group]
| part | switching [mW] | leakage, nW | internal [mW] |
|---|---|---|---|
| combinational | 14.9 | 4.52 | 12.7 |
| sequential | 0.0295 | 0.341 | 0.870 |
| clock | 0.272 | 0.0409 | 0.536 |
[routing by layer]
metal | vias up | GRT usage | wire, um
li1 | 4583 | - | -
met1 | 4063 | 0.3104 | 12410
met2 | 195 | 0.3600 | 11580
met3 | 24 | 0.02187 | 1105
met4 | 0 | 0.03175 | 396
met5 | - | 0 | 0
No activity file was given, so power comes from the tool's default toggle rates.
